<file path="run.sh">
#!/bin/bash
# OpenROAD 26Q1-2900-gdf79404cd8, Yosys 0.63+post, stock flow scripts
make -C /OpenROAD-flow-scripts/flow DESIGN_CONFIG=/design/flow/config.mk WORK_HOME=/design/flow/orfs finish
</file>
<file path="config.mk">
export PLATFORM = sky130hd
export DESIGN_NAME = memory
export DESIGN_NICKNAME = memory
export VERILOG_FILES = /design/flow/design.v
export SDC_FILE = /design/flow/constraint.sdc
export NUM_CORES = 4
export LEC_CHECK = 1
export CORE_UTILIZATION = 30
export SYNTH_MEMORY_MAX_BITS = 65536
</file>
<file path="constraint.sdc">
current_design memory

set clk_period 275.4
set clk_io_pct 0.2

create_clock -name clk0 -period $clk_period [get_ports {Clk}]

set non_clock_inputs [all_inputs -no_clocks]
set_input_delay [expr $clk_period * $clk_io_pct] -clock clk0 $non_clock_inputs
set_output_delay [expr $clk_period * $clk_io_pct] -clock clk0 [all_outputs]
</file>
<file path="design.v">
`timescale 1ns / 1ps
module memory(Addr, Data, CS_, RD_, WR_, Clk);
input [9:0] Addr;
input CS_, RD_, WR_, Clk;
inout [31:0] Data;
reg [31:0] memarray [0:1023];
wire [31:0] Data;
assign Data = (!CS_ & !RD_) ? memarray[Addr] : 32'bz;
always @(posedge Clk)
	if (!CS_ & !WR_)
		memarray[Addr] = Data;
endmodule
</file>
==> results.txt <==
Flow results.

- The share of the core filled by cells before placement is 0.301.
- The compound-gate portion of the synthesized area is 0.0390.
- The setup slack at placement is 153.93 ns.
- Per the run summary, the flow got no further than 4_1_cts.
- The congestion estimate from routability-driven global placement came to 0.911.
- The tool reported: "[error] [KeplerFormal.cpp:679] Workflow failed: Iso has multiple drivers: .Data15, place6228.X0".
- The horizontal die dimension reported for this design is 2.04 mm.
- The cell count listed in synth_stat.txt is 62500.
- In the synthesized netlist, the number of instances is about 62000.
- Including well taps, the total number of placed cells is 118000.
- The floorplan has approximately 750 rows.
- For this run, the register share of the synthesized area comes to 0.791.
- The number of buffers inserted during clock tree synthesis is around 3100.
- In the synthesized netlist the async set-or-reset flop fraction comes to 0.
- The number of distinct standard cells referenced by the synthesized netlist is 56.
- The number of clock sinks is ~33000.
- The synthesized-area fraction occupied by adder cells is 0.
- The number of warnings issued by yosys is 2.
- The count of buffers inserted at the top-level ports is 12.
- The cell-mix breakdown from Yosys lists the simple-gate area share as 0.0175.
- Per the synth stats, the flop cell with the highest instance count is sky130_fd_sc_hd__edfxtp_1.
- The share of the synthesized netlist area taken by xor and xnor gates is 0.
- The yosys-reported design area after synthesis is 1240000 um2.
- The number of flops mapped to enable cells by yosys is 32800.
- The floorplan step set the die height to slightly above 2 mm.
- For this design the top-level I/O count stands at 46.
- The HPWL after detailed placement is 2320 mm.
- The synthesis run identifies the leading combinational cell family as multiplexers.
- Once placement finished, the instance area stood at 1340000 um2.
- The clock root buffer is sky130_fd_sc_hd__clkbuf_16.
- The mean instance size in the synthesized netlist is 19.9 um2.
- The post-synth register bit count is 32800.
- The H-tree was split into 8 levels.
- The setup fix buffers added after clock tree synthesis is 0.
- The run stopped with a tool error.
- The post-CTS hold buffer count recorded in the log is 0.
- Post-CTS repair changed the size of 0 cells.
- The area fraction in mux cells is 0.139.
- The summed instance area of the synthesized netlist is 1240000 um2.
- The clock passes through at most 6 buffers.
-- synth_stat cells, types with 19 or more instances --
cell type | n | area (um2)
sky130_fd_sc_hd__edfxtp_1 | 32800 | 984000
sky130_fd_sc_hd__a31oi_1 | 19 | 119
sky130_fd_sc_hd__nand3_1 | 314 | 1570
sky130_fd_sc_hd__clkbuf_1 | 1622 | 6090
sky130_fd_sc_hd__nand4_1 | 192 | 1200
sky130_fd_sc_hd__a221oi_1 | 40 | 350
sky130_fd_sc_hd__buf_1 | 353 | 1330
sky130_fd_sc_hd__o22ai_1 | 5124 | 32100
sky130_fd_sc_hd__mux2i_1 | 11300 | 113000
sky130_fd_sc_hd__nor2_1 | 1409 | 5290
sky130_fd_sc_hd__buf_4 | 130 | 976
sky130_fd_sc_hd__a22oi_1 | 1146 | 8600
sky130_fd_sc_hd__o21ai_0 | 420 | 2100
sky130_fd_sc_hd__or4_1 | 38 | 285
sky130_fd_sc_hd__o2111ai_1 | 242 | 2120
sky130_fd_sc_hd__o211ai_1 | 73 | 548
sky130_fd_sc_hd__and4_1 | 31 | 272
sky130_fd_sc_hd__buf_2 | 1617 | 8090
sky130_fd_sc_hd__o221ai_1 | 96 | 841
sky130_fd_sc_hd__nor4_1 | 1242 | 7770
sky130_fd_sc_hd__a21oi_1 | 207 | 1040
sky130_fd_sc_hd__mux4_2 | 2584 | 58200
sky130_fd_sc_hd__mux2_2 | 91 | 1020
sky130_fd_sc_hd__a311oi_1 | 29 | 254
sky130_fd_sc_hd__nor3_1 | 257 | 1290
sky130_fd_sc_hd__buf_6 | 28 | 315
sky130_fd_sc_hd__nand2_1 | 944 | 3540
-- kinds of logic after synthesis --
family | Yosys count
muxes | 14000
DFF | 32800
AOI/OAI and AO/OA | 7445
buffers and inverters | 3752
and+or+nand+nor | 4493
