**flow/design.v**
```verilog
`timescale 1ns / 1ps
module IO(Addr, Data, IO_CS_, IO_RD_, IO_WR_, Clk, interrupt, int_ack);
input [9:0] Addr;
input IO_CS_, IO_RD_, IO_WR_, Clk;
inout [31:0] Data;
reg [31:0] memarray [0:1023];
wire [31:0] Data;
output interrupt;
reg interrupt;
input int_ack;
assign Data = (!IO_CS_ & !IO_RD_) ? memarray[Addr] : 32'bz;
initial begin
interrupt = 1'b0;
end
always @(posedge Clk)
	if (!IO_CS_ & !IO_WR_)
		memarray[Addr] = Data;
endmodule
```
**flow/run.sh**
```bash
#!/bin/bash
# OpenROAD 26Q1-2900-gdf79404cd8, Yosys 0.63+post, stock flow scripts
make -C /OpenROAD-flow-scripts/flow DESIGN_CONFIG=/design/flow/config.mk WORK_HOME=/design/flow/orfs finish
```
**flow/config.mk**
```make
export PLATFORM = sky130hd
export DESIGN_NAME = IO
export DESIGN_NICKNAME = IO
export VERILOG_FILES = /design/flow/design.v
export SDC_FILE = /design/flow/constraint.sdc
export NUM_CORES = 4
export LEC_CHECK = 1
export CORE_UTILIZATION = 50
export SYNTH_MEMORY_MAX_BITS = 65536
```
**flow/constraint.sdc**
```tcl
current_design IO

set clk_period 165.3
set clk_io_pct 0.2

create_clock -name clk0 -period $clk_period [get_ports {Clk}]

set non_clock_inputs [all_inputs -no_clocks]
set_input_delay [expr $clk_period * $clk_io_pct] -clock clk0 $non_clock_inputs
set_output_delay [expr $clk_period * $clk_io_pct] -clock clk0 [all_outputs]
```
==> flow_metrics.tcl <==
# flow metrics
set metrics [dict create \
    ys.flops 32800 \
    topCellsByArea "edfxtp_1 79%, mux2i_1 9.1%, mux4_2 4.7%, o22ai_1 2.6%, a22oi_1 0.69%" \
    top_logic_kind "multiplexers" \
    ys.flop_type "edfxtp_1" \
    avgSynthCellArea_um2 19.9 \
    ios 48 \
    synth-edff-count 32800 \
    yosysWarningCount 2 \
    cts_num_sinks 32800 \
    yosys-top-cells-count "32,800 x edfxtp_1, 11,300 x mux2i_1, 5,124 x o22ai_1, 2,584 x mux4_2, 1,622 x clkbuf_1" \
    top_area_cell "edfxtp_1" \
    synth-simple-area-share_pct 1.75 \
    stop_stage "clock tree synthesis (4_1_cts)" \
    cts_buffers 3237 \
    htreeDepth 8 \
    ys_cells 62500 \
    stop_error "[error] [KeplerFormal.cpp:679] Workflow failed: Iso has multiple drivers: .Data2, place6064.X0" \
    synthXorXnorAreaFrac_pct 0 \
    placedCellCount 95800 \
    most_common_cell "edfxtp_1" \
    cts_max_path_buffers 6 \
    fp_util_pct 50.1 \
    ys_chip_area_mm2 1.24 \
    synth_sequential_area_ratio_pct 79.1 \
    compound_area_share_pct 3.90 \
    rows 579 \
    place_worst_setup_slack_ps 88530 \
    root_buffer "clkbuf_16" \
    post_cts_buffers 0 \
    ctsResizeCount 0 \
    async_flop_share_pct 0 \
    netlist_area_mm2 1.24 \
    gp_congestion 0.952 \
    synthCells 62500 \
    dp_hpwl_um 2330000 \
    synth.top_cell.area_share_pct 79.1 \
    ctsHoldBuffers 0 \
    synth_adder_area_share_pct 0 \
    dieWidth_um 1580 \
    ys_types 57 \
    ys_sh_mux_pct 13.9 \
    status "stopped before the end" \
    io_buffers 12 \
    die_y_um 1580 \
]
## kinds of logic after synthesis
group	count (synthesis)
compound gates	7445
buf+inv	3753
flops	32800
mux	14000
other cells	1
simple gates	4493
## metrics by stage
step	instance area [µm²]	power, mW	hold slack, ps
after global placement	1310000	11.1	1220
after floorplan	1240000	10.3	9510
after detailed placement	1310000	11.1	1250
Power and IR drop assume default switching activity.
